`/design/flow/run.sh`:
```
#!/bin/bash
# OpenROAD 26Q1-2900-gdf79404cd8, Yosys 0.63+post, stock flow scripts
make -C /OpenROAD-flow-scripts/flow DESIGN_CONFIG=/design/flow/config.mk WORK_HOME=/design/flow/orfs finish
```
`/design/flow/design.v`:
```
`timescale 1ns / 1ps
module Fetch_Crude(
    input [98:0] InstructionPacket,
    input clock,
	 input stall,
    output reg [31:0] x_input = 32'h00000000,
    output reg [31:0] y_input = 32'h00000000,
    output reg [31:0] z_input = 32'h00000000,
    output reg [1:0] mode,
    output reg operation,
    output reg load = 1'b0
    );
wire [3:0] Opcode;
wire [31:0] x_processor;
wire [31:0] y_processor;
wire [31:0] z_processor;
assign Opcode = InstructionPacket[98:96];
assign x_processor = InstructionPacket[31:0];
assign y_processor = InstructionPacket[63:32];
assign z_processor = InstructionPacket[95:64];
parameter sin_cos		= 4'd0,
			 sinh_cosh	= 4'd1,
			 arctan		= 4'd2,
			 arctanh		= 4'd3,
			 exp			= 4'd4,
			 sqr_root   = 4'd5,			 
			 division	= 4'd6,
			 tan			= 4'd7,			 
			 tanh			= 4'd8,			 
			 nat_log		= 4'd9,			 
			 hypotenuse = 4'd10;
parameter vectoring = 1'b0,
			 rotation  = 1'b1;
parameter circular   = 2'b01,
			 linear     = 2'b00,
			 hyperbolic = 2'b11;
always @ (posedge clock)
begin
	if (stall == 1'b0) begin
		case(Opcode)
		sin_cos:
		begin
			mode <= circular;
			operation <= rotation;
			x_input <= 32'h3F800000;
			y_input <= 32'h00000000;
			z_input <= z_processor;	
			load <= 1'b1;
		end
		sinh_cosh:
		begin
			mode <= hyperbolic;
			operation <= rotation;
			x_input <= 32'h3F800000;
			y_input <= 32'h00000000;
			z_input <= z_processor;
			load <= 1'b1;
		end
		arctan:
		begin
			mode <= circular;
			operation <= vectoring;
			x_input <= 32'h3F800000;
			y_input <= y_processor;
			z_input <= 32'h00000000;
			load <= 1'b1;
		end
		arctanh:
		begin
			mode <= hyperbolic;
			operation <= vectoring;
			x_input <= 32'h3F800000;
			y_input <= y_processor;
			z_input <= 32'h00000000;
			load <= 1'b1;
		end
		exp:
		begin
			mode <= hyperbolic;
			operation <= rotation;
			x_input <= 32'h3F800000;
			y_input <= 32'h3F800000;
			z_input <= z_processor;
			load <= 1'b1;		
		end
		sqr_root:
		begin
			mode <= hyperbolic;
			operation <= vectoring;
			x_input <= Register_File[x_address];
			y_input <= Register_File[y_address];
			z_input <= 32'h00000000;
			load <= 1'b1;
		end
		division:
		begin
			mode <= linear;
			operation <= vectoring;
			x_input <= x_processor;
			y_input <= y_processor;
			z_input <= 32'h00000000;
			load <= 1'b1;
		end
		hypotenuse:
		begin
			mode <= circular;
			operation <= vectoring;
			x_input <= x_processor;
			y_input <= y_processor;
			z_input <= 32'h00000000;
			load <= 1'b1;
		end
		endcase
	end
	else begin
		load <= 1'b0;
	end
end
endmodule
```
`/design/flow/constraint.sdc`:
```
current_design Fetch_Crude

set clk_period 9.0
set clk_io_pct 0.2

create_clock -name clk0 -period $clk_period [get_ports {clock}]

set non_clock_inputs [all_inputs -no_clocks]
set_input_delay [expr $clk_period * $clk_io_pct] -clock clk0 $non_clock_inputs
set_output_delay [expr $clk_period * $clk_io_pct] -clock clk0 [all_outputs]
```
`/design/flow/config.mk`:
```
export PLATFORM = sky130hd
export DESIGN_NAME = Fetch_Crude
export DESIGN_NICKNAME = Fetch_Crude
export VERILOG_FILES = /design/flow/design.v
export SDC_FILE = /design/flow/constraint.sdc
export NUM_CORES = 4
export LEC_CHECK = 1
export CORE_UTILIZATION = 50
```
==> impl_metrics.json <==
{
  "status": "completed",
  "ys_types": 20,
  "ys_area_sq_um": 4180,
  "combPwrFrac_pct": 15.7,
  "yosys_warnings": 7,
  "maxCapViolations": 0,
  "p_int_w": 0.000863,
  "crit_arrival_ns": 3.88,
  "critPathLaunchType": "primary input",
  "grt_max_degree": 59,
  "grt_util_all_layers_pct": 22.4,
  "worstSetupEndpointType": "flop",
  "dpl.hpwl_um": 6290,
  "cts_setup_buffers": 0,
  "min_path_type": "flop to flop",
  "fin_tns_setup_ns": 0,
  "crit_type": "primary input to flop",
  "flop_area_sq_um": 2990,
  "grt_overflow_total": 0,
  "htree_levels": 3,
  "leakage_nw": 2.31,
  "cts.sinks": 100,
  "yosysMostFrequentCell": "edfxtp_1",
  "worst_slew_pin_slew_ns": 0.956,
  "pin_count": 201,
  "switchingPower_w": 0.000201,
  "synth_seq_share_pct": 71.6,
  "top_area_share_pct": 71.1,
  "enable_flop_cells": 99,
  "rsz0062_at_grt": "false",
  "clock.fmax_mhz": 271,
  "ys_cells": 244,
  "crit_fanout": 26,
  "layout-drive-gt1-share_pct": 17.2,
  "routed_via_density": 4.83,
  "routed_wl_um": 8840,
  "clockRootBuffer": "clkbuf_8",
  "hold_viol": 0,
  "grt_antenna_before_repair": 0,
  "gp_congestion": 0.805,
  "syn_inst": 244,
  "port_buffers": 200,
  "clock_latency_ns": 0.35,
  "setup_viol": 0,
  "cts_resized": 0,
  "post-route-util_pct": 81.8,
  "largest_area_cell": "edfxtp_1",
  "drtPass1Iterations": 4,
  "clockBufferDepth": 2,
  "syn_area_per_cell_sq_um": 17.1,
  "clkTransAtPathRegs_ns": 0.09,
  "cts_tree": "built",
  "vias": 2651,
  "drtIter0Drc": 99,
  "route.detailed.drc": 0,
  "ys.flop_type": "edfxtp_1",
  "log.warning_count": 26,
  "required_ns": 9.20,
  "fin_hold_ws_ns": 0.480,
  "fp-utilization_pct": 53.0,
  "grt_first_pass_wirelength_um": 13200,
  "async_flop_share_pct": 0,
  "antenna_left": 0,
  "fill_cells": 437,
  "mi_logic_area_sq_um": 1010,
  "fin_crit_sh_pct": 41.0,
  "coreArea_sq_um": 7890,
  "synthTopCellsByArea": "edfxtp_1, nor3b_2, and2_1",
  "relSlewSlack_pct": 36.3,
  "clockPowerShare_pct": 30.8,
  "finalClockSkew_ns": 0,
  "syn2layout_area_growth_pct": 54.3,
  "ys.flops": 100,
  "hold_buffers": 0,
  "power_frac_seq_pct": 53.5,
  "sw_frac_of_total_pct": 18.9,
  "wl_per_cell_um": 16.1,
  "numCtsBuffers": 9,
  "slew_violations": 0,
  "common_cells": "edfxtp_1, nor3b_2, and2_1",
  "dieArea_sq_um": 8730,
  "die.size.y_um": 93.5,
  "die_width_um": 93.5,
  "grt_pass1_vias": 2570,
  "antenna-diode-count": 0,
  "vdd_drop_max_mv": 0.111,
  "period_needed_ns": 3.69,
  "std_cell_rows": 32,
  "netlist_area_sq_um": 4180,
  "p_per_area_nw_per_um2": 165
}
routing by layer:
layer	vias to the layer above	track usage [%]	routed length [um]
met3	13	10.1	1160
met4	0	4.23	205
met2	153	33.0	4130
met5	-	0	0
li1	1270	-	-
met1	1215	34.9	3350
placed cells by master, fill, tap and decap left out, drive strengths merged, types with 4 or more instances in the layout:
master         netlist  routed
a21oi                4       4
a31oi                8       8
and2                51      51
buf                 15       5
clkbuf               3       9
clkdlybuf4s50        0     200
edfxtp              99      99
inv                 10      10
nor2b                7       7
nor3                 7       7
nor3b               32      32
final cells by class:
class | count | share of cell area (%)
clock buffer | 9 | 1.92
clock inverter | 7 | 1.78
inverter | 10 | 0.582
multi-input combinational | 116 | 15.7
sequential | 100 | 46.4
tap | 102 | 1.98
timing repair buffer | 205 | 31.6
metrics by stage:
step	worst slack (ns)	area, sq um	instances	total power (W)
after floorplan	4.67	4180	244	0.000617
after global placement	5.06	6210	533	0.000744
after detailed placement	5.01	6210	533	0.000748
after CTS	5.38	6450	549	0.00108
after global routing	5.25	6450	549	0.00111
final	5.31	6450	549	0.00106
final timing paths:
| check | startpoint | to | slack, ns | depth (start not counted) |
|---|---|---|---|---|
| worst max-delay path | InstructionPacket[97] | x_input[19]$_DFFE_PP_ | 5.31 | 3 |
| worst min-delay path | load$_SDFFE_PP0P_ | load$_SDFFE_PP0P_ | 0.48 | 2 |
| worst max register to register | load$_SDFFE_PP0P_ | load$_SDFFE_PP0P_ | 8.43 | 2 |
| worst min register to register | load$_SDFFE_PP0P_ | load$_SDFFE_PP0P_ | 0.48 | 2 |
flip-flops by register name, indices dropped and copies added (netlist names):
name / count
operation: 1
load: 1
z_input: 32
x_input: 32
mode: 2
y_input: 32
cell families after synthesis:
family                 Yosys count  synth area share (%)
buffers and inverters           28                  5.00
multiplexers                     1                 0.239
AND-OR/OR-AND                   13                  2.12
flip-flops                     100                  71.6
AND/OR/NAND/NOR                102                  21.1
critical path, cell delays in order:
cell and delay, ns:
clkdlybuf4s50_1 0.90, and3b_1 0.89, and2_1 0.28
power by group through the flow:
stage	logic [W]	clock network [W]	registers (W)
CTS	0.000169	0.000336	0.000570
global route	0.000180	0.000356	0.000573
finish	0.000167	0.000328	0.000569
Power and IR drop assume default switching activity.
