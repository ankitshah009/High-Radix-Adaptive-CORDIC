--- constraint.sdc ---
current_design FSM_1

set clk_period 7.8
set clk_io_pct 0.2

create_clock -name clk0 -period $clk_period [get_ports {clock}]

set non_clock_inputs [all_inputs -no_clocks]
set_input_delay [expr $clk_period * $clk_io_pct] -clock clk0 $non_clock_inputs
set_output_delay [expr $clk_period * $clk_io_pct] -clock clk0 [all_outputs]
--- design.v ---
`timescale 1ns / 1ps
module FSM_1(
    input [31:0] x,					 
    input [31:0] y,					 
    input [31:0] z,					 
    input [31:0] k,					 
    input [1:0] mode,			 
    input operation,			 
	 input NatLogFlagout_Mux,
	 input reset,
    input clock,
	 input [7:0] InsTagMuxOut,
	 output reg [1:0] enable_LUT = 2'b00,  
	 output reg [7:0] address,		 
	 output reg [3:0] state_FSM2,  
	 output reg [31:0] x_FSM1,		 
	 output reg [31:0] y_FSM1,		 
	 output reg [31:0] z_FSM1,		 
	 output reg [31:0] k_FSM1,		 
    output reg [31:0] theta_FSM1,	 
    output reg [31:0] kappa_FSM1,	 
    output reg [31:0] delta_FSM1,	 
	 output reg [1:0] mode_FSM1,
	 output reg operation_FSM1,
	 output reg NatLogFlagout_FSM1,
	 output reg [7:0] InsTagFSM1Out
    );
reg [7:0] exponent, exponentbar;
parameter rotation  =1'b1, 
			 vectoring =1'b0;
parameter mode_circular  =2'b01, 
			 mode_linear    =2'b00, 
			 mode_hyperbolic=2'b11;
parameter Linear_Rotation                =  4'd0,
			 Hyperbolic_Rotation_by_1       =  4'd1,
			 Circular_Rotation_by_1         =  4'd2,
			 Rotation_with_small_theta      =  4'd3,
			 Circular_Rotation_with_table   =  4'd4,
          Hyperbolic_Rotation_with_table =  4'd5,
          Linear_Vectoring               =  4'd6,
          Hyperbolic_Vectoring_by_1      =  4'd7,
          Circular_Vectoring_by_1        =  4'd8,			 
          Vectoring_by_small_fraction    =  4'd9,
			 Circular_Vectoring_with_table  =  4'd10,
			 Hyperbolic_Vectoring_with_table=  4'd11,
			 Idle_state							  =  4'd12,
			 ConvergeRotation					  =  4'd13,
			 ConvergeVectoring				  =  4'd14;
parameter LUT_Disable   = 2'b00,
			 LUT_Rotation	= 2'b01,
			 LUT_Vectoring	= 2'b10,
			 LUT_LinVec		= 2'b11;
reg [3:0] state_FSM1;
always @ (*)
begin
	case (operation)
	  rotation : exponent <= 8'b01111111 - z[30:23];
	  vectoring : exponent <= y[30:23] - x[30:23];
	  default : exponent <= y[30:23] - x[30:23];
	endcase
	exponentbar <= ~exponent + 8'b00000001;
end
always @ (posedge clock)
begin   
	if (reset == 1'b1) begin
		enable_LUT <= 2'b00;
	end
	else begin
	x_FSM1				  <= x;
	y_FSM1				  <= y;
	z_FSM1				  <= z;
	k_FSM1				  <= k;
	mode_FSM1			  <= mode;
	operation_FSM1		  <= operation;
	InsTagFSM1Out		  <= InsTagMuxOut;
	NatLogFlagout_FSM1  <= NatLogFlagout_Mux;
	if(operation==rotation && mode==mode_linear) begin
		state_FSM1       <= Linear_Rotation;
      theta_FSM1[30:0] <= z[30:0];
	   delta_FSM1[30:0] <= z[30:0];
		theta_FSM1[31]   <= ~z[31];
	   delta_FSM1[31]	  <= ~z[31];
		kappa_FSM1       <= 32'h3F800000;
		enable_LUT       <= LUT_Disable;
		state_FSM2		  <= Idle_state;		
	end
	else if (operation==rotation && mode==mode_hyperbolic && z[30:23] >= 8'b01111111) begin
		state_FSM1 		  <= Hyperbolic_Rotation_by_1;
		theta_FSM1       <= 32'hBF800000;
		delta_FSM1       <= 32'hBF42F7D6;
		kappa_FSM1       <= 32'h3FC583AB;
		enable_LUT       <= LUT_Disable;
		state_FSM2		  <= Idle_state;
	end
	else if (operation==rotation && mode==mode_circular && z[30:23] >=8'b01111111) begin
		state_FSM1 		  <= Circular_Rotation_by_1;
		theta_FSM1       <= 32'hBF800000;
		delta_FSM1       <= 32'hBFC75923;
		kappa_FSM1       <= 32'h3F0A5142;
		enable_LUT       <= LUT_Disable;
		state_FSM2		  <= Idle_state;		
	end
	else if (operation==rotation && mode !=mode_linear && z[30:23] <= 8'b01110011) begin
		state_FSM1 		  <= Rotation_with_small_theta;
		theta_FSM1[30:0] <= z[30:0];
		delta_FSM1[30:0] <= z[30:0];
		theta_FSM1[31]	  <= ~z[31];
		delta_FSM1[31]	  <= ~z[31];
		kappa_FSM1       <= 32'h3F800000;
		enable_LUT       <= LUT_Disable;
		state_FSM2		  <= Idle_state;		
	end
	else if (operation==rotation && mode==mode_circular && z[30:23]<8'b01111111 && z[30:23]>8'b01110011) begin
		state_FSM1		 <= Circular_Rotation_with_table;
		address[7:4]    <= exponent[3:0];
		address[3:0]    <= z[22:19];
		enable_LUT      <= LUT_Rotation;
		state_FSM2		 <= Circular_Rotation_with_table;
	end
	else if (operation==rotation && mode==mode_hyperbolic && z[30:23]<8'b01111111 && z[30:23]>8'b01110011) begin
		state_FSM1		 <= Hyperbolic_Rotation_with_table;
		address[7:4]    <= exponent[3:0];
		address[3:0]    <= z[22:19];
		enable_LUT      <= LUT_Rotation;
		state_FSM2		 <= Hyperbolic_Rotation_with_table;		
	end
   else if (operation==vectoring && mode==mode_linear && (exponentbar[7] == 1'b1 || exponentbar < 8'b00010101)) begin
		state_FSM1		 <= Linear_Vectoring;
		address[7:4]    <= y[22:19];
		address[3:0]    <= x[22:19];
		kappa_FSM1      <= 32'h3F800004;
	   enable_LUT      <= LUT_LinVec;
		state_FSM2		 <= Linear_Vectoring;			
	end
	else if (operation==vectoring && mode==mode_hyperbolic && exponent[7] != 1'b1 &&(exponent > 0 || (exponent == 0 && y[22:0]>=x[22:0]))) begin
		state_FSM1 		  <= Hyperbolic_Vectoring_by_1;
		theta_FSM1       <= 32'h3fea77cb;
		delta_FSM1       <= 32'h3F733333;
	   kappa_FSM1       <= 32'h3e9fdf38;
		enable_LUT       <= LUT_Disable;
		state_FSM2  	  <= Idle_state;								
	end
   else if (operation==vectoring && mode==mode_circular && exponent[7] != 1'b1 && (exponent > 0 || (exponent == 0 && y[22:0]>=x[22:0]))) begin
		state_FSM1		  <= Circular_Vectoring_by_1;
		theta_FSM1       <= 32'h3F490FDB;
		delta_FSM1       <= 32'h3F800000;
	   kappa_FSM1       <= 32'h3F3504F2;
		enable_LUT       <= LUT_Disable;
		state_FSM2  	  <= Idle_state;			
	end
	else if (operation==vectoring && mode!=mode_linear && exponentbar == 8'b00001110) begin
		state_FSM1		  <= Vectoring_by_small_fraction;
		address[7:4] 	  <= x[22:19];
		address[3:0]     <= y[22:19];
		kappa_FSM1       <= 32'h3F800000;
		enable_LUT       <= LUT_LinVec;
		state_FSM2		  <= Vectoring_by_small_fraction;
	end 
	else if (operation==vectoring && mode==mode_circular && exponentbar >= 8'b00000000 && exponentbar < 8'b00001110) begin
		state_FSM1 		 <= Circular_Vectoring_with_table;
		address[7:4]    <= ~exponent[3:0] + 4'b0001;
		address[3:2]    <= y[22:21];
		address[1:0]    <= x[22:21];
		enable_LUT      <= LUT_Vectoring;		
		state_FSM2 		 <= Circular_Vectoring_with_table;
	end
	else if (operation==vectoring && mode==mode_hyperbolic && exponentbar >= 8'b00000000 && exponentbar < 8'b00001110) begin
		state_FSM1 		 <= Hyperbolic_Vectoring_with_table;
		address[7:4]    <= ~exponent[3:0] + 4'b0001;
		address[3:2]    <= y[22:21];
		address[1:0]    <= x[22:21];
		enable_LUT      <= LUT_Vectoring;		
		state_FSM2 		 <= Hyperbolic_Vectoring_with_table;		
	end
	else begin
		state_FSM1		 <= Idle_state;
		enable_LUT      <= LUT_Disable;
		state_FSM2		 <= Idle_state;
	end	
	end
end
endmodule
--- run.sh ---
#!/bin/bash
# OpenROAD 26Q1-2900-gdf79404cd8, Yosys 0.63+post, stock flow scripts
make -C /OpenROAD-flow-scripts/flow DESIGN_CONFIG=/design/flow/config.mk WORK_HOME=/design/flow/orfs finish
--- config.mk ---
export PLATFORM = sky130hd
export DESIGN_NAME = FSM_1
export DESIGN_NICKNAME = FSM_1
export VERILOG_FILES = /design/flow/design.v
export SDC_FILE = /design/flow/constraint.sdc
export NUM_CORES = 4
export LEC_CHECK = 1
export CORE_UTILIZATION = 40
==> notes.org <==
#+TITLE: Implementation results

** Run status
- The flow ran to the end, and the final reports show no timing, DRC or antenna violations.

** Final layout
- Compared with the post-synthesis result, the final layout area differs by 51.93%.
- Fill cell instance count of the final layout :: 1669
- Once layout is complete, the cells apart from fillers number 1297.
- The sequential cells in the finished layout cover a total of 6676 µm².
- Per the final layout report, the fraction of cells sized above drive strength 1 comes to 0.06719.
- MI comb area :: 2172 µm²

** Timing
- Number of failing setup endpoints in the final timing report :: 0
- Setup repair after global routing missed its margin :: false
- In this build the clock could be raised as far as 0.1848 GHz.
- Final hold slack :: 1.594 ns
- Fin crit period :: 5.412 ns
- Final sum of negative setup slack :: 0 ns
- Final number of max-transition violations :: 0
- The worst-case max-slew headroom was logged as 0.4065.
- Total count of hold-check failures in the final report :: 0
- Worst-margin pin slew :: 0.8902 ns
- The final timing summary puts the cycle share of the worst path at 0.6939.

** Yosys
- Synthesis produced 614 cells.
- After synthesis, the share of flip-flops with an asynchronous set or reset is 0.
- Primary flip-flop cell chosen by synthesis mapping :: sky130_fd_sc_hd__edfxtp_1
- By area the synthesized netlist is led by sky130_fd_sc_hd__edfxtp_1 (72%), sky130_fd_sc_hd__ha_1 (4.3%), sky130_fd_sc_hd__buf_4 (2.2%).
- Most common cell in the netlist :: sky130_fd_sc_hd__edfxtp_1
- Total cell area reported by yosys after synthesis :: 9264 µm²
- Most frequent cells after synthesis :: sky130_fd_sc_hd__edfxtp_1 (221), sky130_fd_sc_hd__nand2_1 (53), sky130_fd_sc_hd__inv_1 (46)
- Top-area cell type share of the netlist area :: 0.7164
- Post-synth design cell area :: 9264 µm²
- Counting distinct cell types in the post-synthesis netlist gives 70.
- Avg Inst Size Synth :: 15.09 µm²
- The synthesized design contains 223 register bits.
- Synthesis warning total :: 1
- Yosys mapped a number of flops with a built-in enable equal to 221.
- Post-synthesis cell type with the largest combined area :: sky130_fd_sc_hd__edfxtp_1
- Yosys stat counts 614 cells in the synthesized netlist.
- The share of the Yosys chip area taken by registers is 0.7207.

** Drt
- Wires add up to 25720 µm.
- Routed WL per cell :: 19.83 µm
- Drt pass-1 iters :: 5
- Detailed-route iteration 0 reported a violation count of 372.
- Remaining antenna violation count after routing :: 0
- Residual DRC count :: 0
- Total via count after detailed routing :: 6378
- Inserted Diodes :: 0
- Post-detailed-route via-to-cell ratio :: 4.918

** Floorplanning
- Number of top-level pins :: 392
- Count of standard-cell rows :: 55
- Total die area :: 23770 µm²
- Pre-placement core utilization :: 0.4079
- Core Area :: 22710 µm²
- Die Height :: 154.2 µm
- From left edge to right edge, the die measures 154.2 µm.

** Critical path
- Ordered list of cells on the worst path :: clkdlybuf4s50_1 > ha_1 > inv_1 > fa_1 > a211o_1 > a21oi_2 > o21ai_2 > a2111o_1 > o31a_1 > o32a_1 > and2_4 > a41oi_2
- Of all nets on the critical path, the largest fanout is 14.
- The arrival time of data at the worst endpoint is listed as 5.57 ns.
- The largest single stage delay on the critical path is 0.65 ns.
- STA classifies the critical path endpoint as a flop.
- The critical path endpoint has a required time of 7.95 ns.
- STA classifies the critical path startpoint as an input pin.
- Kind of cell adding the most delay to the critical path :: AND-OR/OR-AND gates
- CP bufs+invs :: 2
- Critical Setup Path Class :: input pin to flop
- The timing report shows that the slowest cell on the worst path is sky130_fd_sc_hd__a41oi_2.

** Run
- Max-cap violations in this run came to 0.
- OpenROAD warning count :: 26

** Power and ir drop
- Summed over all nets, the switching power comes to 669.7 µW.
- The switching portion of total power comes to 0.2153.
- Pwr per Cell Area :: 221.1 nW/µm²
- Per the power-grid run, VDD falls by no more than 192.0 µV.
- Share of total power in combinational logic :: 0.155
- P_leak :: 0.005349 µW
- The power report lists cell-internal power as 2442 µW.
- The power report attributes to the sequential group a share of 0.475.
- Power share of the clock group :: 0.370

** Place
- At the end of routability-driven placement, the weighted congestion stood at 0.9142.
- During placement, the flow inserted port buffers numbering 383.
- The wire-length estimate of the detail-placed layout is 19380 µm.
- Post-placement cell count :: 1253

** CTS
- TritonCTS built the clock tree.
- Root Buffer Master :: sky130_fd_sc_hd__clkbuf_16
- Clock tree synthesis found a total of 223 sinks.
- # H-tree levels :: 1
- Clock-pin slew on the worst setup and hold paths :: 0.06 ns
- Maximum root-to-sink buffer count :: 3
- CTS buffer count :: 27
- Post-cts gate resize count :: 0
- Hold buffer count at CTS :: 0
- Total setup buffers inserted after CTS :: 0

** Global routing
- Global routing usage on met3 :: 0.06650
- Grt ovf :: 0
- Most Crowded Layer GR :: met2
- For met1 alone, demand over resource in global routing was 0.3317.
- The first global-routing pass estimated 38500 µm of wire.
- Summed over all routing layers, the global router reports a total usage of 0.2335.
- Vias in the first global route :: 6353
- Initial antenna violation count :: 0
- Pin count of the biggest net entering global routing :: 61
- Met2 track demand over resource in global routing :: 0.3881

** Worst hold path
- Hold crit path type :: input pin to flop
power groups by stage:
stage                 clock, µW  sequential (µW)  combinational (µW)
after CTS                  1180             1480                 491
after global routing       1220             1490                 526
final                      1150             1480                 483
state kept, by name, summed over array words and instances, names as in the netlist, 4 cells and up:
name,flops
k_FSM1,32
z_FSM1,32
address,8
x_FSM1,32
y_FSM1,32
kappa_FSM1,14
InsTagFSM1Out,8
state_FSM2,4
delta_FSM1,32
theta_FSM1,23
per-layer routing:
layer / share of wire / vias up
met5: 0 / -
met4: 0.019 / 0
met3: 0.084 / 35
met2: 0.51 / 279
met1: 0.39 / 3044
li1: - / 3020
stage by stage:
stage               worst slack, ns  area, µm²  utilization  power [µW]
floorplan                    0.7235       9293            -        1634
global placement              1.938      13270       0.5843        1987
detailed placement            1.865      13270       0.5843        1989
CTS                           2.404      14070       0.6198        3150
global route                  1.956      14070       0.6198        3237
finish                        2.388      14070       0.6198        3111
cell usage in the layout, fill, tap and decap left out, types with 6 or more instances in the layout:
cell,n
sky130_fd_sc_hd__a21o_1,11
sky130_fd_sc_hd__ha_1,32
sky130_fd_sc_hd__nor2_1,23
sky130_fd_sc_hd__nand2_1,53
sky130_fd_sc_hd__nand2b_1,17
sky130_fd_sc_hd__nand4_1,6
sky130_fd_sc_hd__clkdlybuf4s50_1,383
sky130_fd_sc_hd__edfxtp_1,221
sky130_fd_sc_hd__nor2b_1,6
sky130_fd_sc_hd__clkbuf_16,27
sky130_fd_sc_hd__nand3_1,8
sky130_fd_sc_hd__a21oi_1,14
sky130_fd_sc_hd__conb_1,8
sky130_fd_sc_hd__o21a_1,11
sky130_fd_sc_hd__buf_4,7
sky130_fd_sc_hd__inv_1,45
sky130_fd_sc_hd__clkbuf_1,6
sky130_fd_sc_hd__o21ai_0,22
sky130_fd_sc_hd__and2_1,11
kinds of logic after synthesis:
kind of cell | after synthesis | share of synthesized area
AND-OR/OR-AND | 104 | 0.08361
AND/OR/NAND/NOR | 151 | 0.08496
adder cells (fa/ha/maj) | 33 | 0.04538
multiplexers | 7 | 0.009319
XOR/XNOR | 6 | 0.005674
flip-flops | 223 | 0.7207
buffers and inverters | 88 | 0.04957
other | 2 | 0.0008107
layout make-up:
cell class              count  share of cell area
repair buffers            390              0.2761
clock inverters            11            0.007645
inverters                  46             0.01262
flip-flops and latches    223              0.4744
well taps                 285             0.02534
multi-input cells         309              0.1543
clock buffers              33             0.04960
path summary, 6_finish.rpt:
kind / startpoint / endpoint / slack [ns] / depth (start not counted)
min: k[2] / k_FSM1[2]$_DFFE_PN_ / 1.59 / 1
max: x[23] / kappa_FSM1[24]$_SDFFCE_PP1P_ / 2.39 / 12
Power is estimated from default activity; no workload was simulated.
